==> design.v <==
`timescale 1ns / 1ps
module memory (clk, addr, ce, wren, rden, wr_data, rd_data);
input clk, ce, wren, rden;input [7:0] addr, wr_data;
    output logic [7:0] rd_data;
    logic [7:0] mem [0:255];
    always @ (posedge clk) 
    if (ce) begin   
    if (rden)        
    rd_data <= mem[addr];   
    else if (wren)        
    mem[addr] <= wr_data;
    end
endmodule
==> run.sh <==
#!/bin/bash
# OpenROAD 26Q1-2900-gdf79404cd8, Yosys 0.63+post, stock flow scripts
make -C /OpenROAD-flow-scripts/flow DESIGN_CONFIG=/design/flow/config.mk WORK_HOME=/design/flow/orfs finish
==> config.mk <==
export PLATFORM = sky130hd
export DESIGN_NAME = memory
export DESIGN_NICKNAME = memory
export VERILOG_FILES = /design/flow/design.v
export SDC_FILE = /design/flow/constraint.sdc
export NUM_CORES = 4
export LEC_CHECK = 1
export CORE_UTILIZATION = 50
==> constraint.sdc <==
current_design memory

set clk_period 16.3
set clk_io_pct 0.2

create_clock -name clk0 -period $clk_period [get_ports {clk}]

set non_clock_inputs [all_inputs -no_clocks]
set_input_delay [expr $clk_period * $clk_io_pct] -clock clk0 $non_clock_inputs
set_output_delay [expr $clk_period * $clk_io_pct] -clock clk0 [all_outputs]
==> results_slide.txt <==
Flow Results at a Glance

Synthesis
  • Mapped Cells: 3527
  • Area leader share: 78.80%
  • Number of synthesized register bits: 2056
  • Ys cells: 3527
  • Synthesized area: 78350 um^2
  • Chip Area, Yosys: 78350 um^2
  • Syn_area_per_cell: 22.21 um^2
  • YS warnings: 1
  • Synth area leader: edfxtp_1
  • Sequential area share after synthesis: 78.80%
  • Top cells, area: edfxtp_1 79%, mux4_2 15%, a22oi_1 2.5%
  • Unique masters post-synth: 21

Place
  • Port buffer count: 27
  • GPL Wtd Cong: 0.8877
  • Post-DP HPWL: 110700 um

Floorplanning
  • Io pins: 28
  • Die W: 397.8 um
  • Die height: 397.8 um
  • Core Area: 154800 um^2
  • Std-Cell Rows: 144
  • Initial core utilization: 50.62%
  • Chip area: 158300 um^2

STA
  • Final setup TNS: 0 ps
  • Setup violations, final: 0
  • Setup repair after global routing missed its margin: false
  • Achievable Freq: 123.7 MHz
  • Final worst path period share: 49.58%
  • Worst-Margin Slew: 1281 ps
  • Tmin final: 8082 ps
  • Clock Skews: 25.56 ps
  • Fin. Hold Viols: 0
  • Rel. slew slack: 13.47%
  • Slew Viols, Final: 0

CTS
  • Post-CTS resize count: 0
  • CTS sink cnt: 2056
  • Hold-fix buffers at CTS: 0
  • Reg clk slew, reported paths: 60 ps
  • Num CTS Buffers: 199
  • Root Driver: clkbuf_16
  • Clk buf depth: 3
  • Post-CTS Setup Bufs: 0
  • CTS H-tree depth: 4
  • Worst-skew pair later-pin latency: 810 ps
  • CTS tree: yes

Flow run
  • Max Cap Viol: 0
  • Tool warnings: 26

Global route
  • Total track usage: 27.10%
  • First-pass GRT wire length: 271000 um
  • Total gr overflow: 0
  • Antenna violations before repair: 3
  • Vias in the first global route: 41.62k
  • Pin count of the biggest net entering global routing: 98

Worst setup path
  • CP required: 16820 ps
  • Worst EP arrival: 8600 ps
  • Crit-path max FO: 46
  • Crit path kind: primary input to flop
  • Reg2Reg Setup Slack: 13190 ps
  • Crit start category: primary input
  • Reg2reg path depth: 6
  • Setup crit end kind: flop
  • Reg2reg start: mem[47][3]
  • Critical path startpoint: addr[0]

Min path
  • Worst hold start: mem[150][2]
  • WHS Path Cells: 5
  • Hold Crit Class: flop to flop

Route
  • DRC viols: 0
  • Routed wire length: 184100 um
  • 1st-iter DRT viols: 2350
  • Vias/cell: 6.238
  • Post-route ant nets: 0
  • DR WL/cell: 31.43 um
  • Pre-antenna DRT Iters: 5
  • Total number of vias: 36.54k

Layout
  • Share of post-route cells with drive strength above 1: 24.68%
  • Area Growth Syn to Fin: 11.75%

Power
  • Pwr Total: 10.68 mW
  • Clock Power Share: 41.2%
  • NetSw: 2.167 mW
  • Seq pwr share: 54.5%
  • Combinational Power Share: 4.3%
  • Leakage power: 26.43 nW
  • Switch share: 20.29%
  • Power Density: 122.0 nW/um^2
  • Power Internal: 8.515 mW
  • VDD IR max: 0.1333 mV

Run status
  • Status: finished clean
-- routing by layer --
| layer | vias up | global-route usage, % | part of all wire (%) |
|---|---|---|---|
| met4 | 18 | 6.607 | 3.2 |
| li1 | 15260 | - | - |
| met2 | 2436 | 37.93 | 47 |
| met5 | - | 2.088 | 0.21 |
| met3 | 316 | 22.42 | 18 |
| met1 | 18510 | 34.05 | 31 |
-- final timing paths --
check                     to
hold reg to reg   rd_data[2]
hold / removal    rd_data[2]
setup reg to reg  rd_data[3]
setup / recovery  rd_data[5]
-- cells in the final DEF, fill, tap and decap left out, types with 6 or more instances in the layout --
master,synthesis,final
nand4_1,8,8
nor2_1,259,258
o41ai_1,32,23
a22oi_1,256,256
mux4_2,512,512
o41ai_2,0,9
clkbuf_8,0,6
clkbuf_16,0,204
clkinv_1,0,51
clkbuf_1,145,44
inv_6,0,6
a21oi_1,128,128
buf_4,13,112
nand2_1,29,17
nand2_2,0,12
clkdlybuf4s50_1,0,17
edfxtp_1,2056,2056
clkinv_2,0,40
bufinv_16,0,16
-- layout make-up --
type / count / area, um^2
clock buffers: 248 / 5270
fillers: 10780 / 67220
well taps: 2044 / 2557
multi-input cells: 1245 / 15760
diodes: 1 / 2.502
repair buffers: 142 / 1214
inverters: 2 / 7.507
clock inverters: 120 / 1003
flip-flops and latches: 2056 / 61740
-- worst max-delay path, cell delays in order --
cell and delay, ps:
buf_8 390, buf_4 560, buf_4 690, buf_4 670, buf_4 590, mux4_2 600
a22oi_1 220, a21oi_1 160, o41ai_1 1140, nand4_1 170
-- cell usage after synthesis --
| cell | count |
|---|---|
| inv_2 | 2 |
| buf_2 | 47 |
| buf_1 | 16 |
| a21oi_1 | 128 |
| nand3_1 | 4 |
| and2_1 | 3 |
| a22oi_1 | 256 |
| nor2b_1 | 6 |
| o41ai_1 | 32 |
| nand3b_1 | 1 |
| nand4_1 | 8 |
| or2_2 | 1 |
| nor3_1 | 4 |
| edfxtp_1 | 2056 |
| mux4_2 | 512 |
| clkbuf_1 | 145 |
| nand2_1 | 29 |
| buf_6 | 3 |
| nand2b_1 | 2 |
| buf_4 | 13 |
| nor2_1 | 259 |
-- stage by stage --
stage / setup slack (ps) / std cells / hold slack [ps] / area [um^2] / utilization [%]
floorplan: 10790 / 3527 / 895.6 / 78350 / -
global placement: 7482 / 5489 / 995.1 / 81260 / 52.50
detailed placement: 7378 / 5489 / 986.1 / 81260 / 52.50
CTS: 8252 / 5857 / 986.9 / 87530 / 56.56
global route: 7692 / 5857 / 1065 / 87550 / 56.57
finish: 8218 / 5858 / 987.7 / 87550 / 56.57
-- logic make-up after synthesis --
| kind of cell | Yosys count | synth area share (%) |
|---|---|---|
| DFF | 2056 | 78.80 |
| AOI/OAI and AO/OA | 416 | 3.628 |
| and+or+nand+nor | 317 | 1.600 |
| muxes | 512 | 14.72 |
| buffers and inverters | 226 | 1.249 |
-- registers in the layout, summed over array words and instances, names as in the netlist --
register and cells:
rd_data 8, mem 2048
-- power by group through the flow --
stage	registers [mW]	clock network (mW)	logic (mW)
after CTS	5.82	4.48	0.462
after global routing	5.82	4.69	0.493
final	5.82	4.40	0.456
Power and IR drop assume default switching activity.
